==> design/flow/design.v <==
module mfp_pmod_als_spi_receiver
(
    input             clock,
    input             reset_n,
    output            cs,
    output            sck,
    input             sdo,
    output reg [15:0] value
);
    reg [21:0] cnt;
    reg [15:0] shift;
    always @ (posedge clock or negedge reset_n)
    begin       
        if (! reset_n)
            cnt <= 22'b100;
        else
            cnt <= cnt + 22'b1;
    end
    assign sck = ~ cnt [3];
    assign cs  =   cnt [8];
    wire sample_bit = ( cs == 1'b0 && cnt [3:0] == 4'b1111 );
    wire value_done = ( cnt [21:0] == 22'b0 );
    always @ (posedge clock or negedge reset_n)
    begin       
        if (! reset_n)
        begin       
            shift <= 16'h0000;
            value <= 16'h0000;
        end
        else if (sample_bit)
        begin       
            shift <= (shift << 1) | sdo;
        end
        else if (value_done)
        begin       
            value <= shift;
        end
    end
endmodule
==> design/flow/run.sh <==
#!/bin/bash
# OpenROAD 26Q1-2900-gdf79404cd8, Yosys 0.63+post, stock flow scripts
make -C /OpenROAD-flow-scripts/flow DESIGN_CONFIG=/design/flow/config.mk WORK_HOME=/design/flow/orfs finish
==> design/flow/config.mk <==
export PLATFORM = sky130hd
export DESIGN_NAME = mfp_pmod_als_spi_receiver
export DESIGN_NICKNAME = mfp_pmod_als_spi_receiver
export VERILOG_FILES = /design/flow/design.v
export SDC_FILE = /design/flow/constraint.sdc
export NUM_CORES = 4
export LEC_CHECK = 1
export CORE_UTILIZATION = 30
==> design/flow/constraint.sdc <==
current_design mfp_pmod_als_spi_receiver

set clk_period 3.8
set clk_io_pct 0.2

create_clock -name clk0 -period $clk_period [get_ports {clock}]

set non_clock_inputs [all_inputs -no_clocks]
set_input_delay [expr $clk_period * $clk_io_pct] -clock clk0 $non_clock_inputs
set_output_delay [expr $clk_period * $clk_io_pct] -clock clk0 [all_outputs]
==> flow_metrics.tcl <==
# flow metrics
set metrics [dict create \
    power.total_uw 917 \
    floorplan.die_area_sq_um 7670 \
    place.detailed.hpwl_um 2240 \
    worst_slew_pin_slew_ns 0.781 \
    slew_viol_final 0 \
    synth-warning-count 1 \
    first_global_vias 1244 \
    drc 0 \
    post_synth_mux_area_share_pct 16.4 \
    netlist_instances 157 \
    synthArstFlopShare_pct 100 \
    grt.overflow.total 0 \
    gpl.final_weighted_congestion 0.824 \
    h_tree_depth_reported_by_cts 2 \
    min_path_type "primary input to async pin" \
    finalHoldViolations 0 \
    antenna_cells 0 \
    min_period_over_period_pct 54.0 \
    global_route.usage.total_pct 9.82 \
    share_of_final_layout_standard_cells_stronger_than_drive_strength_1_pct 26.4 \
    route.final.wire_length_um 3330 \
    ys.flops 54 \
    timing.critical_path.from_type "register" \
    worst-endpoint-arrival_ns 1.29 \
    worstPathCellList "inv_1 > clkdlybuf4s50_1" \
    xor_xnor_fraction_of_synth_area_pct 7.98 \
    cts.root.buffer_cell "clkbuf_8" \
    antenna_found_initial 0 \
    final_cell_mix "dfrtp_1, mux2_2, clkdlybuf4s50_1, xnor2_1" \
    drt_iter0_drc 77 \
    ys_seq_share_pct 61.6 \
    crit_family "buffers and inverters" \
    status "completed" \
    post-route-min-period_ns 2.05 \
    layout_overhead_on_the_synthesized_area_pct 18.1 \
    detail_route_antenna_nets 0 \
    tritoncts_num_sinks 54 \
    layout.cells.most_common "dfrtp_1" \
    clock_skew_ns 0.0112 \
    openroad.warnings 26 \
    power_density_nw_per_um2 354 \
    chipHeight_um 87.6 \
    path_max_fanout 7 \
    setup_violations 0 \
    reg2reg_depth 4 \
    post_synth_fa_ha_maj_area_fraction_pct 1.14 \
    cts_tree "yes" \
    routedWlPerCell_um 12.0 \
    maxSlewHeadroom_pct 47.5 \
    routed-via-count 1234 \
    core_area_sq_um 6940 \
    worst-setup-path-type "register to output pin" \
    number_of_buffers_inserted_by_hold_repair_at_cts 0 \
    yosys-dominant-comb-family "multiplexers" \
    cp.buffers_inverters 2 \
    cts_clock_pin_slew_for_the_worst_setup_and_hold_paths_ns 0.10 \
    ctsLongestPathBuffers 2 \
    fin_setup_tns_ns 0 \
    timing.critical_path.slowest_stage_cell "dfrtp_1" \
    post_synth.cell_area_avg_sq_um 14.0 \
    swShare_pct 22.0 \
    tritoncts.num_buffers 5 \
    clock.fmax_mhz 487 \
    cp.required_ns 3.04 \
    vias_per_cell 4.44 \
    crit-reg2reg-capture "value[10]$_DFFE_PN0P_" \
    cts_post_setup_buffers_inserted 0 \
    yosys.area_share.simple_pct 10.9 \
    cap_viol_max_count 0 \
    drt_first_pass_iters 4 \
    number_of_enable_flip_flop_cells 0 \
    ys_area_sq_um 2200 \
    p_int_uw 715 \
    leakage_nw 1.21 \
    power.clock.fraction_pct 35.1 \
    flop_cell "dfrtp_1" \
    synth.distinct_cells 24 \
    share_comb_of_total_power_pct 1.8 \
    ioPinCount 21 \
    grt_first_pass_wirelength_um 5780 \
    rrSetupSlack_ns 1.85 \
    insertion_delay_late_pin_ns 0.31 \
    summed_instance_area_of_the_synthesized_netlist_sq_um 2200 \
    yosys_cells 157 \
    largest_net_degree_at_the_start_of_global_routing 29 \
    reg2reg_from "cnt[17]$_DFF_PN0_" \
    ir_drop_v 0.000123 \
    buffer_ports.inserted 20 \
    share_seq_of_total_power_pct 63.1 \
    net_load_switching_power_uw 202 \
    worst_path_largest_cell_delay_ns 0.47 \
    end_kind "output pin" \
    rsz_0062_raised_after_global_routing "false" \
    initial_core_util_pct 31.6 \
    cts_resized 0 \
    rows 30 \
    synthAoiAreaFrac_pct 0 \
    die_width_um 87.6 \
]
==> cell usage after synthesis (2+ instances only) <==
| master | number | area (sq um) |
|---|---|---|
| buf_2 | 2 | 10.0 |
| dfrtp_1 | 53 | 1330 |
| ha_1 | 2 | 25.0 |
| inv_1 | 4 | 15.0 |
| mux2_2 | 32 | 360 |
| nand2_1 | 6 | 22.5 |
| nand3_1 | 9 | 45.0 |
| nand4_1 | 6 | 37.5 |
| nor2_1 | 3 | 11.3 |
| nor3_1 | 2 | 10.0 |
| nor4_1 | 7 | 43.8 |
| xnor2_1 | 11 | 96.3 |
| xor2_1 | 9 | 78.8 |
==> cell families (layout without fill, tap and decap cells) <==
group | Yosys count | in the layout
DFF | 54 | 54
muxes | 32 | 32
adders and majority gates | 2 | 2
and+or+nand+nor | 40 | 40
xor gates and xnor gates | 20 | 20
buffers and inverters | 9 | 34
==> worst max-delay path by stage <==
stage / depth (start not counted) / slack, ns / endpoint / start
after CTS: 2 / 1.73 / sck / cnt[3]$_DFF_PN0_
after global routing: 4 / 1.63 / cnt[21]$_DFF_PN0_ / cnt[8]$_DFF_PN0_
final: 2 / 1.75 / sck / cnt[3]$_DFF_PN0_
==> layout make-up <==
type / count / area, sq um
clock buffers: 5 / 68.8
repair buffers: 22 / 210
inverters: 4 / 15.0
clock inverters: 3 / 26.3
fillers: 657 / 4350
multi-input cells: 94 / 800
flip-flops and latches: 54 / 1350
well taps: 96 / 120
==> flip-flops by register name (all words and copies together), names as in the netlist <==
name	cells
value	16
shift	16
cnt	22
==> power groups by stage <==
stage	sequential [mW]	combinational, mW	clock [mW]
6_report	0.579	0.0163	0.322
5_1_grt	0.579	0.0195	0.362
4_1_cts	0.579	0.0174	0.338
==> through the flow <==
step	cells	hold slack (ns)	cell area [sq um]	util, %	setup slack, ns
final	278	0.446	2590	37.3	1.75
after global routing	278	0.487	2590	37.3	1.63
after CTS	278	0.459	2590	37.3	1.73
after detailed placement	270	0.467	2500	36.0	1.85
after global placement	270	0.468	2500	36.0	1.87
after floorplan	157	0.446	2200	-	1.82
==> layer usage <==
metal	GRT usage, %	part of all wire (%)	wire [um]	vias to the layer above
met1	14.6	49	1620	608
met5	0	0	0	-
met4	1.34	1.5	51	0
met2	15.8	45	1490	25
li1	-	-	-	596
met3	2.19	4.9	163	5
Power and IR drop assume default switching activity.
