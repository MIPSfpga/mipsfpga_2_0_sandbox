## ./config.mk

```make
export PLATFORM = sky130hd
export DESIGN_NAME = mfp_multi_digit_display
export DESIGN_NICKNAME = mfp_multi_digit_display
export VERILOG_FILES = /design/flow/design.v
export SDC_FILE = /design/flow/constraint.sdc
export NUM_CORES = 4
export LEC_CHECK = 1
export CORE_AREA = 10 10 91 91
export DIE_AREA = 0 0 101 101
```

## ./constraint.sdc

```tcl
current_design mfp_multi_digit_display

set clk_period 3.2
set clk_io_pct 0.2

create_clock -name clk0 -period $clk_period [get_ports {clock}]

set non_clock_inputs [all_inputs -no_clocks]
set_input_delay [expr $clk_period * $clk_io_pct] -clock clk0 $non_clock_inputs
set_output_delay [expr $clk_period * $clk_io_pct] -clock clk0 [all_outputs]
```

## ./design.v

```verilog
module mfp_single_digit_seven_segment_display
(
    input      [3:0] digit,
    output reg [6:0] seven_segments
);
    always @*
        case (digit)
        'h0: seven_segments = 'b1000000;   
        'h1: seven_segments = 'b1111001;
        'h2: seven_segments = 'b0100100;   
        'h3: seven_segments = 'b0110000;   
        'h4: seven_segments = 'b0011001;   
        'h5: seven_segments = 'b0010010;   
        'h6: seven_segments = 'b0000010;   
        'h7: seven_segments = 'b1111000;   
        'h8: seven_segments = 'b0000000;   
        'h9: seven_segments = 'b0011000;   
        'ha: seven_segments = 'b0001000;   
        'hb: seven_segments = 'b0000011;
        'hc: seven_segments = 'b1000110;
        'hd: seven_segments = 'b0100001;
        'he: seven_segments = 'b0000110;
        'hf: seven_segments = 'b0001110;
        endcase
endmodule
module mfp_multi_digit_display
(
    input             clock,
    input             resetn,
    input      [31:0] number,
    output reg [ 6:0] seven_segments,
    output reg        dot,
    output reg [ 7:0] anodes
);
    function [6:0] bcd_to_seg (input [3:0] bcd);
        case (bcd)
        'h0: bcd_to_seg = 'b1000000;   
        'h1: bcd_to_seg = 'b1111001;
        'h2: bcd_to_seg = 'b0100100;   
        'h3: bcd_to_seg = 'b0110000;   
        'h4: bcd_to_seg = 'b0011001;   
        'h5: bcd_to_seg = 'b0010010;   
        'h6: bcd_to_seg = 'b0000010;   
        'h7: bcd_to_seg = 'b1111000;   
        'h8: bcd_to_seg = 'b0000000;   
        'h9: bcd_to_seg = 'b0011000;   
        'ha: bcd_to_seg = 'b0001000;   
        'hb: bcd_to_seg = 'b0000011;
        'hc: bcd_to_seg = 'b1000110;
        'hd: bcd_to_seg = 'b0100001;
        'he: bcd_to_seg = 'b0000110;
        'hf: bcd_to_seg = 'b0001110;
        endcase
    endfunction
    reg [2:0] i;
    always @ (posedge clock or negedge resetn)
    begin
        if (! resetn)
        begin
            seven_segments <=   bcd_to_seg (0);
            dot            <= ~ 0;
            anodes         <= ~ 8'b00000001;
            i <= 0;
        end
        else
        begin
            seven_segments <=   bcd_to_seg (number [i * 4 +: 4]);
            dot            <= ~ 0;
            anodes         <= ~ (1 << i);
            i <= i + 1;
        end
    end
endmodule
```

## ./run.sh

```bash
#!/bin/bash
# OpenROAD 26Q1-2900-gdf79404cd8, Yosys 0.63+post, stock flow scripts
make -C /OpenROAD-flow-scripts/flow DESIGN_CONFIG=/design/flow/config.mk WORK_HOME=/design/flow/orfs finish
```

==> qor.txt <==
H-Tree Level Count: 1
FP Util: 0.178
Top cell area share: 0.221
Final Non-Filler Cells: 210
CTS tree: built
die area: 10200 um2
outcome: complete, no violations
# IOs: 50
DP HPWL: 2220 um
final setup margin: 0.564 ns
count leader, synth: ha_1
HP Class: register to register
clk root buf: clkbuf_8
combinational power share: 0.198
Sink Count: 18
synthesized area: 1130 um2
RSZ-0062 raised after global routing: false
first-pass GRT wire length: 4310 um
skew final: 0.00539 ns
Place WS: 0.319 ns
leading area contributor after synthesis: dfrtp_1
via count: 825
most frequent cells after synthesis: ha_1, dfrtp_1, dfstp_2, inv_1, nand2_1
All-Layer GR Usage: 0.0510
Pre-antenna DRT Iters: 2
Antenna diodes: 0
Avg Cell Area, Syn: 13.5 um2
clock latency (worst-skew pair): 0.25 ns
MI comb area: 612 um2
drt drc: 0
Via density: 3.93
VDD IR-drop max: 0.000174 V
Tot Pwr: 523 uW
fmax: 379 MHz
total CTS buffers: 3
post-cts sizing count: 0
Total Routed Length: 2580 um
clock power share: 0.344
PwrDens: 301 nW/um2
initial antenna violation count: 0
clock buffer depth: 2
yosys cell count: 84
Tightest Pin Transition: 0.756 ns
Period minus WS final: 2.64 ns
Filler cells: 645
Crit Path Max Fanout: 11
number of flops mapped to enable cells by yosys: 0
yosys synthesis warning count: 1
max incr delay on CP: 0.70 ns
register area: 460 um2
Hold Vio Cnt, Final: 0
yosys stat area: 1130 um2
largest net degree at the start of global routing: 19
Worst setup SP type: register
Post-synth top flop: dfrtp_1
die width: 101 um
Async SR Flop Fraction: 1.00
Max-Cap Viols: 0
ys flops: 18
Final TNS setup: 0 ns
critical path type: register to register
Leakage: 0.000705 uW
# port buffers: 48
cts hold-fix bufs: 0
routed len/inst: 12.3 um
Area Growth Syn to Fin: 53.8%
fin. max-slew vios: 0
Cell Type Count: 29
placed insts: 206
tool warnings: 33
core area: 6350 um2
chip height: 101 um
Rel. slew slack: 0.495
routability cong.: 0.775
Switching Share: 0.201
vias in the first global route: 912
Post-CTS Setup Repair Bufs: 0
Cell area leaders: dfrtp_1, dfstp_2, ha_1
P_int: 418 uW
GRT overflow: 0
sw power: 105 uW
CP arrival: 2.77 ns
Synth Seq Share: 0.408
slowest cell on the critical path: dfrtp_1
R2R setup slack: 0.56 ns
Final Setup Violations: 0
initial DRC count: 15
Row Count: 29
CP Capture Type: register
Routed Antenna Nets: 0
Seq pwr share: 0.459
cells after synthesis: 84
Clock transition at path regs: 0.07 ns
share of cells above drive strength 1: 0.180
crit path cell chain: mux4_1 -> mux2i_1 -> inv_1 -> ha_1 -> nand2b_1 -> a32o_1
Crit path required time: 3.34 ns
crit share post-route: 0.824
[layout by cell type, fill, tap and decap left out, drive strengths merged, types with 2 or more instances in the layout]
cell	instances
dfrtp	10
a32o	2
nand2	7
nor2	2
inv	9
mux2	4
mux2i	5
mux4	8
clkbuf	4
dfstp	8
nand3	2
nor3	2
o21ai	2
nand2b	2
ha	11
clkdlybuf4s50	48
[stage by stage]
step / util / cell area [um2] / hold WS [ns]
finish: 0.274 / 1740 / 0.620
global placement: 0.265 / 1680 / 0.603
floorplan: - / 1130 / 0.344
detailed placement: 0.265 / 1680 / 0.601
global route: 0.274 / 1740 / 0.678
CTS: 0.274 / 1740 / 0.616
[routing by layer]
layer  vias up  wire length [um]  global-route usage  share of wire
met5         -                 0                   0              0
met4         0                28             0.00750          0.011
met3         2               334              0.0243           0.13
met2        41              1090              0.0786           0.42
met1       378              1130              0.0654           0.44
li1        404                 -                   -              -
[worst paths after layout]
kind / startpoint / endpoint / cells after the start
min in group asynchronous: resetn / seven_segments[4] / 1
max reg2reg: i[0] / seven_segments[5] / 6
max in group asynchronous: resetn / i[1] / 1
max: i[0] / seven_segments[5] / 6
min reg2reg: i[1] / anodes[2] / 2
min: i[1] / anodes[2] / 2
[critical path, delay by kind of cell, from the launching register on]
kind / cells / cell delay, ns
flip-flops: 1 / 0.70
buffers and inverters: 1 / 0.12
multiplexers: 2 / 1.02
AND-OR/OR-AND: 1 / 0.27
AND/OR/NAND/NOR: 1 / 0.16
adder cells (fa/ha/maj): 1 / 0.25
[flip-flops by register name, summed over array words and instances, names as in the netlist]
signal and count:
anodes 8, i 3, seven_segments 7
[logic make-up (layout without fill, tap and decap cells)]
group,count (synthesis),in the layout,synth area share
DFF,18,18,0.408
muxes,17,17,0.286
and+or+nand+nor,15,15,0.0587
buffers and inverters,12,61,0.0509
adders and majority gates,11,11,0.122
AOI/OAI and AO/OA,9,9,0.0642
other,1,1,0.00332
xor gates and xnor gates,1,1,0.00775
[power by group through the flow]
stage	Clock [uW]	Combinational, uW	Sequential, uW
6_report	180	103	240
4_1_cts	186	106	240
5_1_grt	199	114	241
[cell type report]
class	instances	area share
Multi-Input combinational cell	54	0.352
Sequential cell	18	0.265
Timing Repair Buffer	48	0.276
Inverter	9	0.0194
Clock buffer	4	0.0317
Tap cell	77	0.0554
No activity file was given, so power comes from the tool's default toggle rates.
