==> ./run.sh <==
#!/bin/bash
# OpenROAD 26Q1-2900-gdf79404cd8, Yosys 0.63+post, stock flow scripts
make -C /OpenROAD-flow-scripts/flow DESIGN_CONFIG=/design/flow/config.mk WORK_HOME=/design/flow/orfs finish
==> ./config.mk <==
export PLATFORM = sky130hd
export DESIGN_NAME = mfp_clock_divider_100_MHz_to_25_MHz_12_Hz_0_75_Hz
export DESIGN_NICKNAME = mfp_clock_divider_100_MHz_to_25_MHz_12_Hz_0_75_Hz
export VERILOG_FILES = /design/flow/design.v
export SDC_FILE = /design/flow/constraint.sdc
export NUM_CORES = 4
export LEC_CHECK = 1
export CORE_AREA = 10 10 95 95
export DIE_AREA = 0 0 105 105
==> ./constraint.sdc <==
current_design mfp_clock_divider_100_MHz_to_25_MHz_12_Hz_0_75_Hz

set clk_period 4.5
set clk_io_pct 0.2

create_clock -name clk0 -period $clk_period [get_ports {clki}]

set non_clock_inputs [all_inputs -no_clocks]
set_input_delay [expr $clk_period * $clk_io_pct] -clock clk0 $non_clock_inputs
set_output_delay [expr $clk_period * $clk_io_pct] -clock clk0 [all_outputs]
==> ./design.v <==
module mfp_clock_divider
(
    input      clki,
    input      sel_lo,
    input      sel_mid,
    output reg clko
);
    parameter DIV_POW_FASTEST = 1;
    parameter DIV_POW_SLOWEST = 26;
    reg [DIV_POW_SLOWEST - 1: 0] counter;
    always @ (posedge clki)
        counter <= counter + 1'b1;
    always @ (posedge clki)
	clko <= sel_lo  ? counter [DIV_POW_SLOWEST - 1] : 
                sel_mid ? counter [DIV_POW_SLOWEST - 5] :
                          counter [DIV_POW_FASTEST - 1] ;
endmodule
module mfp_clock_divider_100_MHz_to_25_MHz_12_Hz_0_75_Hz
(
    input  clki,
    input  sel_lo,
    input  sel_mid,
    output clko
);
    mfp_clock_divider # (.DIV_POW_FASTEST (2), .DIV_POW_SLOWEST (27))
    mfp_clock_divider (clki, sel_lo, sel_mid, clko);
endmodule
module mfp_clock_divider_50_MHz_to_25_MHz_12_Hz_0_75_Hz
(
    input  clki,
    input  sel_lo,
    input  sel_mid,
    output clko
);
    mfp_clock_divider # (.DIV_POW_FASTEST (1), .DIV_POW_SLOWEST (26))
    mfp_clock_divider (clki, sel_lo, sel_mid, clko);
endmodule
module mfp_clock_divider_100_MHz_to_763_Hz
(
    input  clki,
    output clko
);
    mfp_clock_divider
    # (.DIV_POW_SLOWEST (17))
    mfp_clock_divider
    (
        .clki    ( clki ),
        .sel_lo  ( 1'b1 ),
        .sel_mid ( 1'b0 ),
        .clko    ( clko )
    );
endmodule
==> results.yml <==
# synthesis and place-and-route metrics
status:
  status: "completed"
die:
  die_h_um: 105
  die_w_um: 105
  num_rows: 30
  fp_util: 0.160
  io_pins: 4
  dieArea_um2: 11000
  core_um2: 6910
drt:
  first_iter_violations: 25
  dr.pass1.iters: 4
  route.final.wire_length_um: 1540
  drtAntennaViolNets: 0
  drc_errors: 0
  dr_total_vias: 645
  post_drt_wl_per_cell_um: 7.45
  insertedDiodeCount: 0
  detail_route.vias_per_cell: 3.13
final_timing:
  drv_slew: 0
  period_minus_slack_ns: 1.93
  rsz0062_at_grt: "no"
  period_used_share: 0.429
  hold_violations: 0
  clock.fmax_ghz: 0.518
  worst_pin_slew_ns: 0.535
  tns_ns: 0
  skew_ns: 0.00362
  slew_headroom: 0.641
  finalSetupViolCount: 0
synth:
  edf_count: 0
  top_cells_by_count: "28 x dfxtp_1, 19 x xnor2_1, 10 x nand2_1"
  netlist.area_leader.share: 0.509
  synth_seq_share: 0.509
  flop_cell: "dfxtp_1"
  yosys_cells: 105
  postSynth.asyncResetShare: 0
  numSynthFlops: 28
  top_area_cell: "dfxtp_1"
  yosys_area_um2: 1100
  avgSynthCellArea_um2: 10.5
  yosys_warnings: 1
  synth.distinct_cells: 22
  syn_area_um2: 1100
  syn_inst: 105
  synth.most_common_cell: "dfxtp_1"
  yosys-top-cells-area: "dfxtp_1 51%, xnor2_1 15%, nand4_1 5.1%"
cts:
  cts_setup_buffers: 0
  htreeDepth: 1
  worstSkewPairLatency_ns: 0.26
  clock-sinks: 28
  clkTransAtPathRegs_ns: 0.08
  tritoncts: "done"
  cts_buffer_depth: 2
  clock-root-buffer: "clkbuf_8"
  cts_resized: 0
  cts_buffers: 3
  holdBufCountCts: 0
setup_path:
  critPathRequiredTime_ns: 3.60
  crit_path_max_fanout: 1
  cp_slowest_cell: "clkdlybuf4s50_1"
  crit_path_end_kind: "output port"
  cpLargestDelayFamily: "buffers and inverters"
  cp.arrival_ns: 1.03
  path_cells: "clkdlybuf4s50_1"
  crit_type: "reg -> out"
  cp_num_buf_inv: 1
  critPathLaunchType: "flip-flop"
  cpPeakStageDelay_ns: 0.46
power_and_ir_drop:
  leakage_nw: 0.405
  power-per-cell-area_nw_per_um2: 292
  peakVddDrop_mv: 0.109
worst_hold_path:
  hp-class: "reg -> reg"
finish:
  nFillCells: 752
  area_growth_pct: 16.9
  utilization: 0.187
  drive_above_1_share: 0.0727
grt:
  grt_start_max_net_pins: 15
  grt_antenna_before_repair: 0
  gr-total-overflow: 0
  first_global_vias: 657
  grt_usage: 0.0298
  grt_pass1_wl_um: 2860
placed_design:
  hpwlAfterDp_um: 1100
  place.port_buffers: 3
  gp_congestion: 0.785
flow_run:
  drv_cap: 0
  warnings: 25
==> cell families (layout without fill, tap and decap cells) <==
logic type,count (synthesis),count (layout),share of synthesized area
AND/OR/NAND/NOR,44,44,0.250
AND-OR/OR-AND,1,1,0.00454
adder cells (fa/ha/maj),1,1,0.0113
flip-flops,28,28,0.509
buffers and inverters,5,10,0.0182
XOR/XNOR,25,25,0.199
multiplexers,1,1,0.00908
==> cell usage in the layout, fill, tap and decap left out <==
master and instances:
and2_1 2, and3_1 3, and4_1 1, clkbuf_8 3, clkdlybuf4s50_1 3, dfxtp_1 28
ha_1 1, inv_1 4, mux2i_1 1, nand2_1 10, nand3_1 6, nand3_4 1
nand4_1 9, nand4_2 1, nor2_1 6, nor3_1 1, nor3_2 1, nor3_4 1
nor4_1 1, nor4_4 1, o21ai_0 1, xnor2_1 19, xor2_1 6
==> metrics by stage <==
| stage | cell area, um2 | hold WS (ns) | instances | setup slack, ns | power, mW |
|---|---|---|---|---|---|
| 3_3_place_gp | 1250 | 0.398 | 203 | 2.74 | 0.255 |
| 5_1_grt | 1290 | 0.439 | 206 | 2.53 | 0.392 |
| 3_5_place_dp | 1250 | 0.400 | 203 | 2.76 | 0.255 |
| 4_1_cts | 1290 | 0.421 | 206 | 2.55 | 0.385 |
| 6_report | 1290 | 0.418 | 206 | 2.57 | 0.376 |
| 2_1_floorplan | 1100 | 0.383 | 105 | 3.04 | 0.254 |
==> state kept, by name, indices dropped and copies added, names as in the netlist <==
signal	count
mfp_clock_divider.counter	27
mfp_clock_divider.clko	1
==> layout make-up <==
type / instances / area, um2 / area share
sequential: 28 / 561 / 0.435
multi-input combinational: 72 / 522 / 0.405
timing repair buffer: 3 / 30.0 / 0.0233
clock buffer: 3 / 41.3 / 0.0320
inverter: 4 / 15.0 / 0.0117
tap: 96 / 120 / 0.0932
==> path summary, 6_finish.rpt <==
| path | end | slack [ns] | from | depth (start not counted) |
|---|---|---|---|---|
| max | clko | 2.57 | mfp_clock_divider.clko | 1 |
| max reg2reg | mfp_clock_divider.counter[22] | 2.81 | mfp_clock_divider.counter[0] | 5 |
| min reg2reg | mfp_clock_divider.counter[0] | 0.42 | mfp_clock_divider.counter[0] | 1 |
| min | mfp_clock_divider.counter[0] | 0.42 | mfp_clock_divider.counter[0] | 1 |
==> routing by layer <==
| layer | wire, um | track usage |
|---|---|---|
| met1 | 841 | 0.0405 |
| met2 | 577 | 0.0431 |
| met3 | 115 | 0.0161 |
| met4 | 0 | 0.000980 |
| met5 | 0 | 0 |
==> power by group <==
| part | switching [mW] | total [mW] | internal, mW | leakage [nW] |
|---|---|---|---|---|
| logic | 0.000448 | 0.00212 | 0.00167 | 0.158 |
| registers | 0 | 0.247 | 0.247 | 0.225 |
| clock network | 0.0669 | 0.127 | 0.0598 | 0.0216 |
| total | 0.0674 | 0.376 | 0.309 | 0.405 |
No activity file was given, so power comes from the tool's default toggle rates.
